### flow/design.v
module arbiter_priority
#(
    parameter NUM_ENTRIES = 8,
    parameter NUM_ENTRIES_LOG = $clog2(NUM_ENTRIES)
)
(
    input   logic [NUM_ENTRIES-1:0]     client_valid,
    input   logic [NUM_ENTRIES_LOG-1:0] top_client,
    output  logic [NUM_ENTRIES-1:0]     client_ready,
    output  logic [NUM_ENTRIES_LOG-1:0] winner,
    output  logic                       valid,
    input   logic                       ready
);
   assign winner = (client_valid[top_client]) ? top_client :
                                                prio_encoder(client_valid);
   always_comb
   begin
      client_ready         = {NUM_ENTRIES{1'b0}};
      client_ready[winner] = ready;
   end
   assign valid = |client_valid;
   function automatic [NUM_ENTRIES_LOG-1:0] prio_encoder;
      input [NUM_ENTRIES - 1:0] v;
      begin
         prio_encoder = { (NUM_ENTRIES_LOG)  {1'b0}};
         for(int i=1;i<NUM_ENTRIES;i++) begin
            if (v[i]) prio_encoder = i[NUM_ENTRIES_LOG-1:0];
         end
      end
   endfunction 
endmodule
### flow/config.mk
export PLATFORM = sky130hd
export DESIGN_NAME = arbiter_priority
export DESIGN_NICKNAME = arbiter_priority
export VERILOG_FILES = /design/flow/design.v
export SDC_FILE = /design/flow/constraint.sdc
export NUM_CORES = 4
export LEC_CHECK = 1
export CORE_AREA = 10 10 70 70
export DIE_AREA = 0 0 80 80
### flow/constraint.sdc
current_design arbiter_priority

set clk_period 4.4
set clk_io_pct 0.2

create_clock -name clk0 -period $clk_period

set non_clock_inputs [all_inputs -no_clocks]
set_input_delay [expr $clk_period * $clk_io_pct] -clock clk0 $non_clock_inputs
set_output_delay [expr $clk_period * $clk_io_pct] -clock clk0 [all_outputs]
### flow/run.sh
#!/bin/bash
# OpenROAD 26Q1-2900-gdf79404cd8, Yosys 0.63+post, stock flow scripts
make -C /OpenROAD-flow-scripts/flow DESIGN_CONFIG=/design/flow/config.mk WORK_HOME=/design/flow/orfs finish
==> impl_metrics.yaml <==
# implementation run metrics
status:
  outcome: "complete, no violations"
final_timing:
  whs_ps: 2553
  slew_headroom_pct: 69.41
  fmax_mhz: 235.1
  hold_viol: 0
  worst_slew_pin_slew_ps: 455.1
  rsz0062_at_grt: "false"
  fin_ws_ps: 147.3
  setup_viol: 0
  period_minus_slack_ps: 4253
  slew_violations: 0
  fin_crit_sh_pct: 96.65
final_layout:
  flop-count: 0
  lay_top_cells: "15 x buf_4, 14 x clkdlybuf4s50_1, 9 x dlymetal6s2s_1, 6 x nor2_1, 4 x mux2i_1"
  layout_top_cell: "buf_4"
  n_clock_buffer: 0
  num-fill-cells: 362
  drive_above_1_share_pct: 38.27
  area_delta_synth_final_pct: 130.5
  flop_area_um2: 0
  logic_area_um2: 374.1
  stdcell_count: 127
critical_path:
  crit_fanout: 7
  cp_num_cells: 11
  crit_path_start: "top_client[0]"
  cpLargestDelayFamily: "multiplexers"
  crit_end: "client_ready[6]"
  endpoint_kind: "output port"
  path_cells: "clkdlybuf4s15_1, buf_12, mux2i_1, mux4_2, mux2_4, inv_2, ha_4, xor2_4, and2b_1, and3_1, clkdlybuf4s50_1"
  crit_slowest_cell: "mux4_2"
  path_buffers: 4
  path_class: "primary input to output port"
  worst_ep_arrival_time_ps: 3370
  critPathLaunchType: "primary input"
  crit_required_ps: 3520
  crit_path_max_incr_delay_ps: 530
logic_synthesis:
  compound_area_share_pct: 22.95
  syn_area_um2: 365.4
  top_area_cell: "mux2i_1"
  postSynthCellCount: 42
  yosys-top-cells-area: "mux2i_1 11%, a221oi_4 7.2%, mux2_2 6.2%"
  synthAdderAreaFrac_pct: 3.425
  syn_avg_cell_area_um2: 8.699
  ys_cells: 42
  synth.cellmix.xorXnorShare_pct: 4.452
  yosysWarnings: 1
  ys_seq_share_pct: 0
  ys_area_um2: 365.4
  synth.logic.top_family: "simple AND/OR/NAND/NOR gates"
  yosysUniqueCellTypes: 27
  mux_share_pct: 27.40
  synth-simple-area-share_pct: 34.59
  yosysTopAreaCellShare_pct: 10.96
route:
  routed_wl_um: 1334
  drc: 0
  via_per_inst: 3.606
  firstDrtPassIters: 4
  wl_per_cell_um: 10.50
  antennaDiodeCount: 0
  dr_total_vias: 458
  ant_nets: 0
  dr.first_iter.drc_count: 5
placed_design:
  hpwlAfterDp_um: 1158
  place_inst: 124
  dpl_worst_slack_ps: -218.3
  place.gp.congestion: 0.7608
  portBuffers: 24
pwr:
  ir_drop_uv: 17.97
  p_seq_share_pct: 0
  switching_power_uw: 36.76
  power_density_mw_per_mm2: 116.2
  leakagePower_uw: 0.0004198
  share_comb_of_total_power_pct: 100.0
  clockPowerShare_pct: 0
  p_int_uw: 61.09
  swShare_pct: 37.57
grt:
  antenna_found_initial: 0
  grt_pass1_vias: 462
  grt_usage_pct: 3.958
  grt_overflow: 0
  grt_pass1_wl_um: 2132
  grt_max_degree: 10
floorplanning:
  fp.coreArea_mm2: 0.003416
  dieHeight_um: 80
  chipArea_mm2: 0.006400
  rows: 21
  die_w_um: 80
  ios: 24
  fp-utilization_pct: 10.70
clock_tree:
  cts-hold-fix-buffers: 0
hold_path:
  hold_class: "primary input to output port"
flow_run:
  drv_cap: 0
  warnings: 32
[kinds of logic after synthesis]
family | count (synthesis)
AOI/OAI and AO/OA | 7
xor gates and xnor gates | 1
adders and majority gates | 1
buffers and inverters | 5
muxes | 8
and+or+nand+nor | 20
[cell type report]
class	instances	share of cell area, %
multi-input cells	37	44.43
repair buffers	40	46.95
well taps	46	6.835
inverters	4	1.783
[worst min-delay path, stage by stage]
cell	delay [ps]
dlymetal6s2s_1	100
buf_4	120
nor2_1	30
nand3_1	70
clkdlybuf4s50_1	460
[Yosys cell counts, drive strengths merged (2+ instances only)]
master / instances
mux2i: 4
inv: 4
nor2: 6
mux2: 3
and3: 3
nor3: 2
a21oi: 2
nor2b: 2
[metrics by stage]
| stage | total power [uW] | utilization (%) | setup TNS, ps | area, um2 |
|---|---|---|---|---|
| 3_5_place_dp | 86.41 | 22.31 | -1160 | 762.0 |
| 3_3_place_gp | 85.44 | 22.31 | -1100 | 762.0 |
| 6_report | 97.85 | 24.65 | 0 | 842.1 |
| 2_1_floorplan | 38.56 | - | 0 | 365.4 |
| 5_1_grt | 107.2 | 24.65 | 0 | 842.1 |
| 4_1_cts | 97.21 | 23.52 | 0 | 803.3 |
[power by group through the flow]
stage | Combinational [uW] | Sequential, uW | Clock [uW]
after CTS | 97.2 | 0 | 0
after global routing | 107 | 0 | 0
final | 97.8 | 0 | 0
[how the worst min path moves through the flow]
stage,start,to,slack (ps),cells past startpoint
global route,client_valid[0],valid,2590,5
finish,client_valid[0],valid,2550,5
CTS,ready,client_ready[7],2780,4
[what timing repair did]
| item | CTS | global route |
|---|---|---|
| buffers inserted | 1 | 2 |
| setup endpoints to repair | 8 | 3 |
| gates resized | 6 | 10 |
[per-layer routing]
metal,vias up,GRT usage [%],routed length [um]
met5,-,0,0
met4,0,0,0
met3,0,0.4545,46
met2,8,7.945,772
met1,216,4.515,515
li1,234,-,-
Power and IR drop assume default switching activity.
